<file path="flow/run.sh">
#!/bin/bash
# OpenROAD 26Q1-2900-gdf79404cd8, Yosys 0.63+post, stock flow scripts
make -C /OpenROAD-flow-scripts/flow DESIGN_CONFIG=/design/flow/config.mk WORK_HOME=/design/flow/orfs finish
</file>
<file path="flow/config.mk">
export PLATFORM = sky130hd
export DESIGN_NAME = uart
export DESIGN_NICKNAME = uart
export VERILOG_FILES = /design/flow/design.v
export SDC_FILE = /design/flow/constraint.sdc
export NUM_CORES = 4
export LEC_CHECK = 1
export CORE_UTILIZATION = 50
</file>
<file path="flow/constraint.sdc">
current_design uart

set clk_period 8.4
set clk_io_pct 0.2

create_clock -name clk0 -period $clk_period [get_ports {clk}]

set non_clock_inputs [all_inputs -no_clocks]
set_input_delay [expr $clk_period * $clk_io_pct] -clock clk0 $non_clock_inputs
set_output_delay [expr $clk_period * $clk_io_pct] -clock clk0 [all_outputs]
</file>
<file path="flow/design.v">
module fifo #(parameter AWIDTH = 4, parameter DWIDTH = 8)
(
	input clk,
	input rstn,
	input [DWIDTH-1:0] idata,
	input wren,
	output [DWIDTH-1:0] odata,
	input  ren,
	output full,
	output empty
);
localparam DEPTH = (1 << AWIDTH);
reg [DWIDTH-1:0] fifo [0:DEPTH-1];
reg [AWIDTH-1:0] f_wr_ptr;
reg [AWIDTH-1:0] f_rd_ptr;
reg [AWIDTH:0]   fifo_occ; 
assign full  = (fifo_occ >= DEPTH-1);
assign empty = (fifo_occ == 0);
always @(posedge clk or negedge rstn) begin
	if (!rstn)
		fifo_occ <= 0;
	else begin
		case ({ren, wren})
			2'b00 : fifo_occ <= fifo_occ;
			2'b01 : fifo_occ <= fifo_occ + 1'b1;
			2'b10 : fifo_occ <= fifo_occ - 1'b1;
			2'b11 : fifo_occ <= fifo_occ;
		endcase
	end
end
always @(posedge clk or negedge rstn) begin
	if (!rstn) 
		f_wr_ptr <= 0;
	else
		f_wr_ptr <= f_wr_ptr + wren;
end
always @(posedge clk or negedge rstn) begin
	if (!rstn)
		f_rd_ptr <= 0;
	else
		f_rd_ptr <= f_rd_ptr + ren;
end
always @(posedge clk) begin
	if (wren)
		fifo[f_wr_ptr] <= idata;
end
assign odata = fifo[f_rd_ptr];
endmodule
module uart #(parameter CLKRATE_MHZ = 200, BAUD_RATE_BPS = 9600, AWIDTH = 4, AXIS_WIDTH = 8)
(
	input  clk, 
	input  rstn,
	input  [AXIS_WIDTH-1:0] s_axis_tdata,
	input  s_axis_tvalid,
	input  s_axis_tlast,
	output s_axis_tready,
	output [AXIS_WIDTH-1:0] m_axis_tdata,
	output m_axis_tvalid,
	output m_axis_tlast,
	input  m_axis_tready,
	input  rx,
	output tx,
	output tx_clk,
  output rx_clk
);
localparam UART_DATA_BITS = 8;
wire valid_data_in_cyc;
reg [AXIS_WIDTH-1:0] fifo_wdata;
reg fifo_wdata_vld;
wire fifo_wren;
wire fifo_rden;
wire fifo_full;
wire fifo_empty;
wire start_tx;											 
wire [UART_DATA_BITS-1:0] data2tx;   
wire tx_done;		 
wire rx_clk;
wire tx_clk;
wire [UART_DATA_BITS-1:0] rx_data;
wire rx_done;
wire rx_fifo_ren;
wire rx_fifo_full;
wire rx_fifo_empty;
assign valid_data_in_cyc = s_axis_tvalid && s_axis_tready;
assign s_axis_tready     = !fifo_full;
always @(posedge clk) begin
	if (valid_data_in_cyc) begin
		fifo_wdata     <= s_axis_tdata;
  end
end
always @(posedge clk or negedge rstn) begin
	if (!rstn) 
		fifo_wdata_vld <= 0;
	else
		fifo_wdata_vld <= valid_data_in_cyc;
end
assign fifo_wren = fifo_wdata_vld;
uart_baud #(.CLKRATE_MHZ(CLKRATE_MHZ), .BAUD_RATE_BPS(BAUD_RATE_BPS)) u_uart_baud
(
	.clk    (clk),
	.rstn   (rstn),
	.rx_clk (rx_clk),
	.tx_clk (tx_clk)
);
fifo #(.AWIDTH(AWIDTH), .DWIDTH(8)) u_s_axis_fifo
(
	.clk	 (clk),
	.rstn  (rstn),
	.idata (fifo_wdata),
	.wren  (fifo_wren),
	.odata (data2tx),
	.ren   (start_tx),
	.full  (fifo_full),
	.empty (fifo_empty)
);
assign start_tx = !fifo_empty && tx_done;
uart_tx #(.NBITS(AXIS_WIDTH)) u_uart_tx
(
	.clk      (clk),
	.rstn     (rstn),
	.itx_data (data2tx),
	.start_tx (start_tx),
	.tx_clk   (rx_clk),
	.tx       (tx),
	.tx_done  (tx_done)
);
uart_rx #(.NBITS(AXIS_WIDTH)) u_uart_rx
(
	.clk      (clk),
	.rstn     (rstn),
  .rx       (rx),
	.rx_clk   (rx_clk),
	.start_rx (!rx_fifo_full),
	.rx_data  (rx_data),
	.rx_done  (rx_done)
);
assign rx_fifo_ren = m_axis_tready && !rx_fifo_empty;
assign m_axis_tvalid = !rx_fifo_empty;
assign m_axis_tlast  = m_axis_tvalid;
fifo #(.AWIDTH(AWIDTH), .DWIDTH(8)) u_m_axis_fifo
(
	.clk   (clk),
	.rstn  (rstn),
	.idata (rx_data),
	.wren  (rx_done),
	.odata (m_axis_tdata),
	.ren   (rx_fifo_ren),
	.full  (rx_fifo_full),
	.empty (rx_fifo_empty)
);
endmodule
module uart_baud #(parameter CLKRATE_MHZ = 200, parameter BAUD_RATE_BPS = 9600)
(
	input clk,
	input rstn,
	output rx_clk,
	output tx_clk
);
localparam RXTICK_COUNT = ((CLKRATE_MHZ * 1000000)/(BAUD_RATE_BPS * 16));
localparam TXTICK_COUNT = ((CLKRATE_MHZ * 1000000)/(BAUD_RATE_BPS));
localparam RX_CNT_WIDTH = $clog2(RXTICK_COUNT);
localparam TX_CNT_WIDTH = $clog2(TXTICK_COUNT);
reg [RX_CNT_WIDTH-1:0] rx_counter;
reg [TX_CNT_WIDTH-1:0] tx_counter;
always @(posedge clk or negedge rstn) begin
	if (!rstn)
		rx_counter <= 1'b0;
	else if (rx_clk)
		rx_counter <= 1'b0;
	else 
		rx_counter <= rx_counter + 1'b1;
end
always @(posedge clk or negedge rstn) begin
	if (!rstn)
		tx_counter <= 1'b0;
	else if (tx_clk)
		tx_counter <= 1'b0;
	else 
		tx_counter <= tx_counter + 1'b1;
end
assign rx_clk = (rx_counter == RXTICK_COUNT);
assign tx_clk = (tx_counter == TXTICK_COUNT);
endmodule
module uart_rx #(parameter NBITS = 8)
(
	input clk,
	input rstn,
	input rx,
	input rx_clk,
	input start_rx,
	output [NBITS-1:0] rx_data,
	output reg rx_done
);
localparam [1:0] IDLE  = 2'b00;
localparam [1:0] START = 2'b01;
localparam [1:0] DATA  = 2'b10;
localparam [1:0] STOP  = 2'b11;
localparam START_BIT				 = 7;
localparam INTERVAL_BTW_BITS = 15;
reg [1:0] state;
reg [1:0] nxt_state;
reg [3:0] rx_clk_cntr;
reg [3:0] rx_clk_cntr_nxt;
reg [NBITS-1:0] data_cnt_nxt;
reg [NBITS-1:0] data_cnt;
reg [NBITS-1:0] data_nxt;
reg [NBITS-1:0] data_reg;
reg rx_done_nxt;
always @(posedge clk or negedge rstn) begin
	if (!rstn)
		state <= IDLE;
	else
		state <= nxt_state;
end
always @(posedge clk or negedge rstn) begin
	if (!rstn) begin
		rx_clk_cntr <= 0;
		data_cnt    <= 0;
		data_reg    <= 0;
		rx_done     <= 0;
	end else begin
		rx_clk_cntr <= rx_clk_cntr_nxt;
		data_cnt    <= data_cnt_nxt;
		data_reg    <= data_nxt;
		rx_done     <= rx_done_nxt;
	end
end
always @* begin
	nxt_state       = state;
  rx_clk_cntr_nxt = rx_clk_cntr;
	data_cnt_nxt    = data_cnt;
  data_nxt        = data_reg;
	rx_done_nxt     = rx_done;
	case (state)
		IDLE : begin
			if (rx == 1'b0 && start_rx) nxt_state = START;
			rx_done_nxt = 1'b0;
		end
		START : begin
			if (rx_clk) begin
				if (rx_clk_cntr == START_BIT) begin
					rx_clk_cntr_nxt = 0;
					nxt_state = DATA;
				end else begin
					rx_clk_cntr_nxt = rx_clk_cntr + 1'b1;
				end
			end
		end
		DATA : begin
			if (rx_clk) begin
				if (rx_clk_cntr == INTERVAL_BTW_BITS) begin
					rx_clk_cntr_nxt = 0;
					data_cnt_nxt    = 0;
					data_nxt        = {rx, data_reg[7:1]};
					if (data_cnt == (NBITS-1)) begin
						nxt_state = STOP;
					end else begin
						data_cnt_nxt = data_cnt + 1'b1;
					end
				end else begin
					rx_clk_cntr_nxt = rx_clk_cntr + 1'b1;
				end
			end
		end
		STOP : begin
			if (rx_clk) begin
				if (rx_clk_cntr == INTERVAL_BTW_BITS) begin  
					rx_clk_cntr_nxt = 0;
					nxt_state = IDLE;
					rx_done_nxt = 1'b1;
				end else begin
					rx_clk_cntr_nxt = rx_clk_cntr + 1'b1;
				end
			end
		end
	endcase
end
assign rx_data = data_reg;
endmodule
module uart_tx #(parameter NBITS = 8)
(
	input clk,
	input rstn,
	output tx,
	input  tx_clk,
	input  [NBITS-1:0] itx_data,
	input  start_tx,
	output reg tx_done
);
localparam [1:0] IDLE  = 2'b00;
localparam [1:0] START = 2'b01;
localparam [1:0] DATA  = 2'b10;
localparam [1:0] STOP  = 2'b11;
localparam INTERVAL_BTW_BITS = 15;
reg [1:0] state;
reg [1:0] nxt_state;
reg [3:0] tx_clk_cntr;  
reg [3:0] tx_clk_cntr_nxt;
reg tx_nxt;
reg tx_data;  
reg tx_done_nxt;
reg [NBITS-1:0] data_reg;
reg [NBITS-1:0] data_nxt;
reg [NBITS-1:0] data_cnt;
reg [NBITS-1:0] data_cnt_nxt;
always @(posedge clk or negedge rstn) begin
	if (!rstn) 
		state <= IDLE;
	else
		state <= nxt_state;
end
always @(posedge clk or negedge rstn) begin
	if (!rstn) begin
		tx_data     <= 1;
		tx_clk_cntr <= 0;
		data_reg    <= 0;
		data_cnt    <= 0;
		tx_done     <= 1;
	end else begin
		tx_data     <= tx_nxt;
		tx_clk_cntr <= tx_clk_cntr_nxt;
		data_reg    <= data_nxt;
		data_cnt    <= data_cnt_nxt;
		tx_done     <= tx_done_nxt;
	end
end
always @* begin
	nxt_state       = state;
	tx_nxt          = tx_data;
	tx_clk_cntr_nxt = tx_clk_cntr;
	data_nxt        = data_reg;
	data_cnt_nxt    = data_cnt;
	tx_done_nxt     = tx_done;
	case (state)
		IDLE  : begin
			tx_nxt = 1'b1;
			if (start_tx) begin 
				nxt_state = START;
			  data_nxt  = itx_data;
				tx_done_nxt = 1'b0;
			end
		end
		START : begin
			if (tx_clk) begin
				tx_nxt = 1'b0;
				if (tx_clk_cntr == INTERVAL_BTW_BITS) begin
					tx_clk_cntr_nxt = 0;
					nxt_state       = DATA;
				end else begin
					tx_clk_cntr_nxt = tx_clk_cntr + 1'b1;
				end
			end
		end
		DATA  : begin
			if (tx_clk) begin
			  tx_nxt = data_reg[0];
				if (tx_clk_cntr == INTERVAL_BTW_BITS) begin
					data_cnt_nxt = 0;
					tx_clk_cntr_nxt = 0;
					data_nxt = data_reg >> 1;
					if (data_cnt == (NBITS - 1)) begin
						nxt_state = STOP;
					end else begin
						data_cnt_nxt = data_cnt + 1'b1;
					end
				end else 
					tx_clk_cntr_nxt = tx_clk_cntr + 1'b1;
			end
		end
		STOP  : begin
			if (tx_clk) begin
			  tx_nxt = 1'b1;
				if (tx_clk_cntr == INTERVAL_BTW_BITS) begin
					tx_clk_cntr_nxt = 0;
					nxt_state = IDLE;
					tx_done_nxt = 1'b1;
				end else begin
					tx_clk_cntr_nxt = tx_clk_cntr + 1'b1;
				end
			end
		end
	endcase 
end
assign tx = tx_data;
endmodule
</file>
==> out/notes.md <==
* **mapped cell area** 15,000 um2
* **status** complete, no violations
* **mean post-synth cell area** 16.7 um2
* **final number of hold-violating endpoints** 0
* **Seq share, synth** 70.4%
* **number of warnings issued by yosys** 5
* **Synth Flop Type** edfxtp_1
* **Worst Tran Pin Value** 0.887 ns
* **Log Warnings** 30
* **TritonCTS clock tree** yes
* **count of final max-slew check failures** 0
* **dominant logic cell types in the final layout** edfxtp_1 (264), dfrtp_1 (98), mux4_2 (72)
* **residual overflow from global routing** 0
* **number of antenna violations at the first check in global routing** 0
* **global-route wire length before repair** 43,300 um
* **remaining antenna violation count** 0
* **Worst slew margin** 40.6%
* **buffer type at the clock tree root** clkbuf_16
* **maximum number of pins on one net before global-route repair** 63
* **Skew-Pair Late Insertion Delay** 0.51 ns
* **number of instances resized during post-cts repair** 0
* **maximum clock skew at final layout** 0.0122 ns
* **post-synthesis cell count from yosys** 894
* **Die ar.** 30,600 um2
* **vias in the first global route** 8,130
* **Floorplan Core Area** 29,100 um2
* **Final Cycle Share** 55.3%
* **static leakage power** 5.85 nW
* **flip-flops with a built-in enable** 264
* **Registers, synthesis** 368
* **worst hold path class** reg -> reg
* **Worst Path Class, Setup** reg -> out
* **GR Util All Layers** 20.2%
* **final setup slack of the worst path** 3.76 ns
* **post-CTS setup buffer count** 0
* **ratio of cells with drive above 1 in the final layout** 17.5%
* **Die Span X** 175 um
* **CTS max path bufs** 3
* **yosys stat area** 15,000 um2
* **data required time of the worst path** 6.72 ns
* **hold_buf cts** 0
* **count of input and output buffers** 26
* **Arr. time, crit path** 2.96 ns
* **starting density of the core** 51.4%
* **routability congestion estimate from global placement** 0.824
* **kind of launch point of the worst setup path** register
* **worst slack after detailed placement** 4.25 ns
* **Detailed Place HPWL** 16,600 um
* **iteration count of the initial detailed-routing pass** 4
* **count of cell types in the netlist** 58
* **ratio of total power to cell area** 259 nW/um2
* **y dimension of the die** 175 um
* **Final setup viols** 0
* **synthesis-to-finish area growth** 13.9%
* **drt via density** 5.64
* **remaining design rule violation count** 0
* **proportion of synthesized flip-flops having asynchronous set or reset** 28.3%
* **CTS H-tree depth** 2
* **number of vias in the routed layout** 7,651
* **Max IR drop VDD** 0.240 mV
* **unrepaired setup endpoints after global routing** false
* **IO Pins** 28
* **cell area after placement** 15,700 um2
* **biggest regs** u_m_axis_fifo.fifo x128, u_s_axis_fifo.fifo x128, u_uart_baud.tx_counter x15
* **cts bufs inserted** 38
* **Maximum Capacitance Violations** 0
* **post-synthesis instance total** 894
* **number of design-rule violations left by the first detailed-router iteration** 683
* **routed len/inst** 19.5 um
* **setup TNS after final layout** 0 ns
* **top logic cell by instance count in the layout** edfxtp_1
* **antenna diode count** 0
* **Clock Sinks** 368
* **Total Wirelength** 26,500 um
* **critical-path maximum fanout** 33
* **kind of capture point of the worst setup path** output pin
* **placement row count** 62
* **clk slew on worst S/H paths** 0.06 ns
* **maximum achievable frequency** 0.215 GHz
* **total power after layout** 0.00442 W
* **area of all placed cells without fillers** 17,000 um2
* **post-layout minimum cycle time** 4.64 ns
[worst max-delay path, stage by stage, from the launching register on]
cell	delay, ns
dfrtp_2	0.34
buf_4	0.54
mux4_2	0.63
mux4_2	0.49
clkdlybuf4s50_1	0.42
[kinds of logic (layout without fill, tap and decap cells)]
kind of cell               count (synthesis)  after routing  share of synthesized area (%)
AOI/OAI and AO/OA                         93             93                           4.03
xor gates and xnor gates                  54             54                           3.16
adders and majority gates                 24             24                           2.01
buffers and inverters                     51            129                           1.56
DFF                                      368            368                           70.4
muxes                                     83             83                           11.6
and+or+nand+nor                          221            221                           7.21
[routing by layer]
layer,GRT usage [%],vias to the layer above,wire [um]
met1,32.1,3800,10700
met5,0,-,0
met2,30.6,260,12900
li1,-,3548,-
met3,7.70,43,2190
met4,3.91,0,635
[metrics by stage]
stage	hold slack, ns	util [%]	cells
global route	0.490	58.6	1356
global placement	0.455	53.8	1286
finish	0.475	58.6	1356
CTS	0.477	58.6	1356
detailed placement	0.467	53.8	1286
floorplan	0.442	-	894
[synth_stat cells (all sizes together), types with 5 or more instances]
library cell	count	area share [%]
nor3	13	0.43
dfrtp	100	17
nand4	8	0.33
nand3	33	1.1
mux2i	5	0.33
xnor2	28	1.6
nand2	58	1.5
nor2	61	1.5
a21oi	33	1.1
and3	12	0.50
a22oi	18	0.94
clkbuf	18	0.46
ha	24	2.0
mux2	6	0.45
inv	14	0.35
edfxtp	264	53
mux4	72	11
xor2	26	1.5
and2	6	0.25
buf	19	0.74
o21ai	19	0.66
[worst paths after layout]
kind	to	from	depth (start not counted)	slack (ns)
max reg2reg	u_s_axis_fifo.fifo_occ[4]	u_s_axis_fifo.fifo_occ[1]	10	5.30
max	m_axis_tdata[6]	u_m_axis_fifo.f_rd_ptr[0]	4	3.76
min	u_uart_tx.tx_clk_cntr[3]	u_uart_tx.tx_clk_cntr[3]	1	0.48
max in group asynchronous	u_m_axis_fifo.f_rd_ptr[0]	rstn	2	6.02
min in group asynchronous	u_s_axis_fifo.fifo_occ[1]	rstn	1	1.17
min reg2reg	u_uart_tx.tx_clk_cntr[3]	u_uart_tx.tx_clk_cntr[3]	1	0.48
[layout make-up]
class / count / area (um2)
clock buffer: 50 / 1100
clock inverter: 20 / 273
fill: 2115 / 12100
inverter: 14 / 52.6
multi-input combinational: 475 / 4190
sequential: 368 / 10500
tap: 384 / 480
timing repair buffer: 45 / 400
[where the power goes]
group	leakage (nW)	switching (W)	total (W)	internal [W]
clock	0.670	0.000654	0.00179	0.00114
combinational	1.64	0.000225	0.000416	0.000190
sequential	3.54	0.000132	0.00221	0.00208
total	5.85	0.00101	0.00442	0.00341
Power is estimated from default activity; no workload was simulated.
