## flow/design.v

```verilog
`timescale 1ns / 1ps
module fir #(parameter DWIDTH = 16)
(
  input clk,
  input rstn,
	input signed [DWIDTH-1:0] i_data,
	input i_valid, 
	output o_ready,
	output signed [(2*DWIDTH)-1:0] o_data,
	output o_valid,
	input  i_ready
 );
localparam NUM_TAPS = 15;
wire signed [DWIDTH-1:0] taps[0:NUM_TAPS-1];
wire signed [DWIDTH-1:0] stage_data[0:NUM_TAPS];
wire signed [(2*DWIDTH)-1:0] stage_accdata[0:NUM_TAPS];
assign stage_data[0]    = i_data;
assign stage_accdata[0] = {2*DWIDTH{1'b0}};
assign taps[0]  = 16'hFC9C;   
assign taps[1]  = 16'h0000;   
assign taps[2]  = 16'h05A5;   
assign taps[3]  = 16'h0000;   
assign taps[4]  = 16'hF40C;   
assign taps[5]  = 16'h0000;   
assign taps[6]  = 16'h282D;   
assign taps[7]  = 16'h4000;   
assign taps[8]  = 16'h282D;   
assign taps[9]  = 16'h0000;   
assign taps[10] = 16'hF40C;   
assign taps[11] = 16'h0000;   
assign taps[12] = 16'h05A5;   
assign taps[13] = 16'h0000;   
assign taps[14] = 16'hFC9C;   
genvar i;
generate 
	for (i = 0; i < NUM_TAPS; i = i+1) begin  : stage
		fir_stage #(.DWIDTH(DWIDTH)) u_fir_stage
		(
			.clk       (clk),
			.rstn      (rstn),
			.i_data    (stage_data[i]),
			.coeff     (taps[i]),
			.i_accdata (stage_accdata[i]),
			.o_data    (stage_data[i+1]),
			.o_accdata (stage_accdata[i+1])
		);
	end
endgenerate
assign o_data = stage_accdata[NUM_TAPS];
endmodule
module fir_stage #(parameter DWIDTH = 16)
(
	input clk, 
	input rstn, 
	input signed [DWIDTH-1:0] i_data,
	input signed [DWIDTH-1:0] coeff,
	input signed [(2*DWIDTH)-1:0] i_accdata,
	output signed [DWIDTH-1:0]     o_data,
	output signed [(2*DWIDTH)-1:0] o_accdata
);
reg signed [DWIDTH-1:0]     xin_d;		 
reg signed [(2*DWIDTH)-1:0] a_data;    
always @(posedge clk) begin
	if (!rstn) begin
		xin_d  <= {DWIDTH{1'b0}};
		a_data <= {2*DWIDTH{1'b0}};
	end else begin
		xin_d  <= i_data;
		a_data <= i_accdata + (i_data * coeff);
	end
end
assign o_accdata = a_data;
assign o_data    = xin_d;
endmodule
```

## flow/run.sh

```bash
#!/bin/bash
# OpenROAD 26Q1-2900-gdf79404cd8, Yosys 0.63+post, stock flow scripts
make -C /OpenROAD-flow-scripts/flow DESIGN_CONFIG=/design/flow/config.mk WORK_HOME=/design/flow/orfs finish
```

## flow/config.mk

```make
export PLATFORM = sky130hd
export DESIGN_NAME = fir
export DESIGN_NICKNAME = fir
export VERILOG_FILES = /design/flow/design.v
export SDC_FILE = /design/flow/constraint.sdc
export NUM_CORES = 4
export LEC_CHECK = 1
export CORE_UTILIZATION = 50
```

## flow/constraint.sdc

```tcl
current_design fir

set clk_period 22.5
set clk_io_pct 0.2

create_clock -name clk0 -period $clk_period [get_ports {clk}]

set non_clock_inputs [all_inputs -no_clocks]
set_input_delay [expr $clk_period * $clk_io_pct] -clock clk0 $non_clock_inputs
set_output_delay [expr $clk_period * $clk_io_pct] -clock clk0 [all_outputs]
```

==> reports/summary.txt <==
library cells used by synthesis - 89
Placer Congestion - 0.933
clk root buf - clkbuf_16
unrepaired setup endpoints after global routing - no
final std cells w/o fill - 7,247
met2 routed WL - 50,800 um
CP Capture Type - flip-flop
main flop type - dfxtp_1
layout cells sized above 1 - 0.0327
synth warn - 4
initial core utilization - 0.504
antenna-violating nets left - 0
clk_skew - 0.0192 ns
crit path to - stage[0].u_fir_stage.a_data[25]$_SDFF_PN0_
worst reg-to-reg path cell count - 26
die area - 0.109 sq mm
Log Warnings - 65
Tot Pwr - 0.00335 W
P_sw - 0.000979 W
largest net degree at the start of global routing - 94
Synth Instances - 5,750
top routing layer in use - met4
Post-Route WL - 107,000 um
ys flops - 669
gr usage total - 0.214
final period utilization - 0.400
first-pass GRT wire length - 179,000 um
post-synthesis sequential area ratio - 0.249
crit path DAT - 9.48 ns
Power Dens Cells - 57.5 mW/mm^2
Logic pwr share - 0.237
P_int - 0.00238 W
GRT overflow - 0
reg-to-reg endpoint - stage[6].u_fir_stage.a_data[31]$_SDFF_PN0_
H-tree depth - 3
CP Max Fanout - 6
Crit. Startpoint - i_data[6]
Num Clock Sinks - 669
die height - 330 um
status - complete, no violations
detailed-routing wirelength on met1 - 49,400 um
worst slew pin tran - 0.772 ns
IO buf count - 48
TritonCTS clock tree - yes
IO Count - 54
CTS Buf Count - 75
count of final hold-check violations - 0
r2r setup slk - 14.81 ns
post-CTS sizing - 0
first-pass iteration count of the detailed router - 6
switching power share of the total - 0.292
clock share of power - 0.369
wire per inst - 14.7 um
RR Startpoint - stage[5].u_fir_stage.xin_d[15]$_SDFF_PN0_
required time worst endpoint - 22.98 ns
synthesized cell area - 0.0538 sq mm
vias in the first global route - 36,100
Latency at later pin - 0.63 ns
area share, top type - 0.249
maximum vdd drop - 0.0000579 V
Hold Crit Class - reg2reg
Lkg Pwr - 30.8 nW
largest buffer count on any clock path - 3
commonest cells in the synthesized netlist - ha_1, inv_1, dfxtp_1
placed cells - 7,114
DRC viols - 0
Cell area leaders - dfxtp_1, ha_1, fa_1
Core Area - 0.107 sq mm
fmax - 111 MHz
Max-slew headroom - 0.482
setup violators final - 0
area growth from synthesis to layout - 8.31%
metal3 WL - 3880 um
Syn Area/Cell - 9.36 sq um
WS Path Type - in2reg
Clk pin slew, worst setup/hold paths - 0.06 ns
Critical Path Source Type - input port
total number of vias - 36,500
max-slew violations - 0
FFs w/ async S/R, synth - 0
Seq pwr share - 0.393
Final Critical Period - 9.00 ns
count of library flops with an enable pin - 0
DIE WIDTH - 330 um
post-route setup TNS - 0 ns
vias per inst - 5.03
Max Cap Viol - 0
Post CTS Setup Buffer Count - 0
hold path start - stage[2].u_fir_stage.a_data[28]$_SDFF_PN0_
Synth area leader - dfxtp_1
yosys cell count - 5,750
top-count cell post-synth - ha_1
Initial DRC Count - 1,320
yosys stat area - 0.0538 sq mm
initial antenna violation count - 1
Post-CTS Hold Fix Bufs - 0
hpwl dp - 87,600 um
Core Rows - 120
[through the flow]
step	util	hold slack [ns]	cell area (sq um)	setup WS, ns
floorplan	-	0.406	53900	14.00
global placement	0.522	0.414	55800	12.85
detailed placement	0.522	0.417	55800	12.87
CTS	0.546	0.420	58300	13.54
global route	0.546	0.435	58300	13.17
finish	0.546	0.422	58300	13.50
[how the worst min path moves through the flow]
stage	endpoint	slack [ns]	cells past startpoint
after CTS	stage[13].u_fir_stage.a_data[24]$_SDFF_PN0_	0.42	1
after global routing	stage[5].u_fir_stage.xin_d[5]$_SDFF_PN0_	0.44	1
final	stage[3].u_fir_stage.a_data[28]$_SDFF_PN0_	0.42	1
[power by group through the flow]
stage,clock [W],combinational (W),sequential [W]
finish,0.00124,0.000796,0.00132
global route,0.00133,0.000923,0.00133
CTS,0.00128,0.000806,0.00132
[cell type report]
| class | instances | area, sq um |
|---|---|---|
| clock inverter | 29 | 339 |
| inverter | 961 | 3610 |
| antenna | 1 | 2.50 |
| tap | 1403 | 1760 |
| clock buffer | 103 | 2180 |
| multi-input combinational | 4022 | 36500 |
| fill | 9605 | 48600 |
| timing repair buffer | 59 | 568 |
| sequential | 669 | 13400 |
[placed cells by master, fill, tap and decap left out, types with 66 or more instances in the layout]
cell type	instances
nor2_1	408
and2_1	405
xor2_1	108
o21ai_0	146
clkbuf_16	77
dfxtp_1	669
xnor2_1	204
fa_1	377
ha_1	1012
a21oi_1	268
inv_1	960
a21o_1	161
nand2_1	147
nor3_1	94
nand3_1	66
[critical path, stage by stage]
cell	delay, ns
clkdlybuf4s50_1	0.67
fa_1	0.48
ha_1	0.29
ha_1	0.28
inv_1	0.05
fa_1	0.47
inv_1	0.04
ha_1	0.30
fa_1	0.41
a21o_1	0.18
a21oi_1	0.22
o21ba_2	0.17
o21ai_0	0.19
a211oi_1	0.40
nor3_1	0.12
o31ai_1	0.38
a21oi_1	0.14
xnor2_1	0.15
nor2_1	0.05
[cells by family after synthesis]
kind of cell / share of synthesized area
compound gates: 0.113
other cells: 0.0000696
mux: 0.00242
xor+xnor: 0.0520
flops: 0.249
fa+ha+maj: 0.375
simple gates: 0.134
buf+inv: 0.0742
[state kept, by name, summed over array words and instances, names as in the netlist]
name	flops
stage.u_fir_stage.xin_d	210
stage.u_fir_stage.a_data	459
[routing by layer]
layer,up-vias,track usage
li1,19100,-
met1,16900,0.302
met2,403,0.356
met3,145,0.0368
met4,0,0.0444
met5,-,0
No activity file was given, so power comes from the tool's default toggle rates.
